$ cat flow/run.sh
#!/bin/bash
# OpenROAD 26Q1-2900-gdf79404cd8, Yosys 0.63+post, stock flow scripts
make -C /OpenROAD-flow-scripts/flow DESIGN_CONFIG=/design/flow/config.mk WORK_HOME=/design/flow/orfs finish
$ cat flow/design.v
module ptosda (
    input rst,
    input sclk,
    output ack,
    output scl,
    output sda,
    input [3:0] data
);
reg scl,link_sda, ack, sdabuf;
reg [3:0] databuf;
reg [7:0] state;
assign sda = link_sda ? sdabuf : 1'b0;
parameter   ready = 8'b0000_0000,
            start = 8'b0000_0001,
            bit1 = 8'b0000_0010,
            bit2 = 8'b0000_0100,
            bit3 = 8'b0000_1000,
            bit4 = 8'b0001_0000,
            bit5 = 8'b0010_0000,
            stop = 8'b0100_0000,
            idle = 8'b1000_0000;
always @(posedge sclk or negedge rst) begin
    if(!rst)
    scl <= 1;
    else
    scl <= ~scl;
end
always @(posedge ack)
    databuf <= data;
always @(negedge sclk or negedge rst)
    if(!rst)
    begin
        link_sda <= 0;
        state <= ready;
        ack <= 0;
        sdabuf <= 1;
    end
    else begin
        case (state)
        ready: if(ack)
            begin
                link_sda <= 1;
                state <= start;
            end
            else begin
                link_sda <= 0;
                state <= ready;
                ack <= 1;
            end
        start: if(scl&&ack) 
            begin
                sdabuf <= 0;
                state <= bit1;
            end
            else 
            state <= start;
        bit1: if(!scl)
            begin
                sdabuf <= databuf[3];
                state <= bit2;
                ack <= 0;
            end
            else
            state <= bit1;
        bit2: if(!scl)
            begin
                sdabuf <= databuf[2];
                state <= bit3;
            end
            else
            state <= bit2;
        bit3: if(!scl)
            begin
                sdabuf <= databuf[1];
                state <= bit4;
            end
            else
            state <= bit3;
        bit4: if(!scl)
            begin
                sdabuf <= databuf[0];
                state <= bit5;
            end
            else
            state <= bit4;
        bit5: if(!scl)
            begin
                sdabuf <= 0;
                state <= stop;
            end
            else
            state <= bit5;
        stop: if(!scl)
            begin
                sdabuf <= 1;
                state <= idle;
            end
            else
            state <= stop;
        idle: begin
            link_sda <= 0;
            state <= ready;
        end
        default: begin
            link_sda <= 0;
            sdabuf <= 1;
            state <= ready;
        end 
        endcase
    end
endmodule
$ cat flow/constraint.sdc
current_design ptosda

set clk_period 2.3
set clk_io_pct 0.2

create_clock -name clk0 -period $clk_period [get_ports {sclk}]

set non_clock_inputs [all_inputs -no_clocks]
set_input_delay [expr $clk_period * $clk_io_pct] -clock clk0 $non_clock_inputs
set_output_delay [expr $clk_period * $clk_io_pct] -clock clk0 [all_outputs]
$ cat flow/config.mk
export PLATFORM = sky130hd
export DESIGN_NAME = ptosda
export DESIGN_NICKNAME = ptosda
export VERILOG_FILES = /design/flow/design.v
export SDC_FILE = /design/flow/constraint.sdc
export NUM_CORES = 4
export LEC_CHECK = 1
export CORE_AREA = 10 10 72 72
export DIE_AREA = 0 0 82 82
==> flow_metrics.env <==
# implementation run metrics
export IMPL_outcome="finished, violations left"
export IMPL_violations="negative setup slack"
export IMPL_die_y_um=82
export IMPL_worst_pin_slew_ns=0.262
export IMPL_insertion_delay_ns=0.30
export IMPL_synthesis_instances=51
export IMPL_gp_congestion=0.802
export IMPL_p_leak_nw=0.428
export IMPL_unclocked_regs=4
export IMPL_worst_slack_ns=-0.328
export IMPL_cp_arrival_ns=2.17
export IMPL_ys_types=22
export IMPL_layout_drive_gt1_share_pct=38.0
export IMPL_area_growth_pct=41.2
export IMPL_worst_clock_skew_ns=0.0672
export IMPL_dp_hpwl_um=949
export IMPL_dieArea_um2=6720
export IMPL_antenna_found_initial=0
export IMPL_synth_seq_share_pct=63.9
export IMPL_placed_cell_area_um2=815
export IMPL_holdBufCountCts=0
export IMPL_n_antenna_cell=0
export IMPL_cts_root_buf="clkbuf_8"
export IMPL_grt_pass1_vias=426
export IMPL_tns_ns=-0.408
export IMPL_cap_violations=0
export IMPL_hp_class="reg2reg"
export IMPL_crit_fanout=2
export IMPL_overflow=0
export IMPL_wl_um=1240
export IMPL_synth_chip_area_um2=641
export IMPL_wire_per_inst_um=10.4
export IMPL_cp_start_kind="flip-flop"
export IMPL_hold_violations=0
export IMPL_path_clk_slew_ns=0.04
export IMPL_grt_use_total_pct=3.81
export IMPL_coreArea_um2=3690
export IMPL_syn_area_um2=641
export IMPL_cts_tree="done"
export IMPL_drtIter0Drc=12
export IMPL_critical_path_class="reg2out"
export IMPL_rsz0062_at_grt="true"
export IMPL_rows=22
export IMPL_initCoreUtil_pct=17.4
export IMPL_fp_dieW_um=82
export IMPL_dp_cells=111
export IMPL_cts_max_path_buffers=2
export IMPL_grt_max_degree=9
export IMPL_drt_pre_antenna_iters=4
export IMPL_peakVddDrop_v=0.000210
export IMPL_vias_per_cell=3.81
export IMPL_maxSlewHeadroom_pct=82.3
export IMPL_ys_ff=17
export IMPL_final_common_cell="dfrtn_1"
export IMPL_untimed_endpoints=4
export IMPL_postRouteAntennaNets=0
export IMPL_boundaryPins=9
export IMPL_vias=453
export IMPL_synth_warning_count=1
export IMPL_fin_cells=119
export IMPL_warnings=30
export IMPL_ys_cells=51
export IMPL_maxSlewViolCount=0
export IMPL_power_density_nw_per_um2=498
export IMPL_synth_avg_cell_area_um2=12.6
export IMPL_final_area_um2=905
export IMPL_grt_pass1_wl_um=1990
export IMPL_cts_buffers=3
export IMPL_htree_levels=1
export IMPL_required_ns=1.84
export IMPL_reg2reg_slack_ns=-0.02
export IMPL_post_route_util_pct=24.5
export IMPL_cp_end_kind="output port"
export IMPL_remaining_drc_errors=0
export IMPL_io_buffers=8
export IMPL_layout_top_cells="10 x dfrtn_1, 7 x buf_4, 6 x clkdlybuf4s50_1"
export IMPL_finalSetupViolations=3
-- layout make-up --
class	instances	area (um2)
clock buffer	3	41.3
clock inverter	3	11.3
fill	395	2780
inverter	4	17.5
multi-input combinational	28	231
sequential	17	409
tap	48	60.1
timing repair buffer	16	134
-- per-layer routing --
metal  share of wire [%]  vias to the layer above  routed length (um)  GRT usage, %
met5                   0                        -                   0             0
met4                   0                        0                   0         0.340
met3                  11                        0                 141          2.75
met2                  41                        9                 503          5.02
met1                  48                      228                 596          5.14
li1                    -                      216                   -             -
-- cells by family after synthesis --
kind of cell           count (synthesis)  share of synthesized area [%]
AOI/OAI and AO/OA                     12                           13.5
buffers and inverters                  6                           4.49
DFF                                   17                           63.9
muxes                                  5                           9.37
and+or+nand+nor                       11                           8.79
-- power breakdown --
group	switching (mW)	internal [mW]	total, mW
Clock	0.0827	0.122	0.205
Combinational	0.00540	0.00951	0.0149
Sequential	0	0.231	0.231
-- path summary, 6_finish.rpt --
check | endpoint | cells after the start | startpoint
max in group asynchronous | asynchronous set/reset pin | 2 | rst
worst max-delay path | sda | 2 | sdabuf
worst min register to register | state[0] | 1 | state[1]
worst min-delay path | state[0] | 1 | state[1]
min in group asynchronous | scl | 2 | rst
worst max register to register | sdabuf | 4 | scl
-- synthesized netlist by cell type, drive strengths merged --
master / number / area, um2
a21o: 1 / 7.51
a21oi: 3 / 15.0
a221oi: 1 / 15.0
a22o: 1 / 8.76
a31o: 1 / 8.76
and2: 1 / 6.26
buf: 1 / 7.51
dfrtn: 10 / 250
dfstp: 3 / 78.8
dfxtp: 4 / 80.1
inv: 5 / 21.3
mux2: 5 / 60.1
nand2: 4 / 15.0
nand3: 1 / 10.0
nor2: 4 / 15.0
nor3: 1 / 10.0
o21ai: 3 / 15.0
o31ai: 1 / 7.51
o41ai: 1 / 8.76
-- per-stage QoR --
| step | hold slack, ns | total power, mW | worst slack (ns) |
|---|---|---|---|
| after CTS | 0.446 | 0.458 | -0.338 |
| after detailed placement | 0.442 | 0.258 | -0.392 |
| after global placement | 0.429 | 0.257 | -0.379 |
| after floorplan | 0.312 | 0.242 | -0.121 |
| final | 0.441 | 0.451 | -0.328 |
| after global routing | 0.462 | 0.480 | -0.386 |
-- repair_timing --
item / CTS / global route
gates resized: 12 / 1
buffers inserted: 2 / 1
endpoints found under the setup margin: 7 / 6
hold endpoints to repair: 0 / 0
-- critical path: stages (launching register included) --
cell and delay [ns]:
dfstp_2 0.52, and2_4 0.12, buf_2 0.08
Power and IR drop assume default switching activity.
