===== config.mk =====
export PLATFORM = sky130hd
export DESIGN_NAME = sequential_detector
export DESIGN_NICKNAME = sequential_detector
export VERILOG_FILES = /design/flow/design.v
export SDC_FILE = /design/flow/constraint.sdc
export NUM_CORES = 4
export LEC_CHECK = 1
export CORE_AREA = 10 10 70 70
export DIE_AREA = 0 0 80 80

===== design.v =====
module  sequential_detector(
    input clk,
    input rst,
    input x,
    output z
); 
    reg [2:0] state;
    wire z;
    parameter idle = 3'd0,
                A = 3'd1,
                B = 3'd2,
                C = 3'd3,
                D = 3'd4;
    assign z = (state == D && x == 0) ? 1 : 0;
    always @(posedge clk or negedge rst) begin
        if (!rst) begin
            state <= idle;
        end
        else
            case (state)
                idle: if(x==1)
                      state <= A;
                      else
                      state <= B;
                A:    if(x==0)
                        state <= B;
                        else
                        state <= A;
                B:    if(x==0)
                        state <= C;
                        else
                        state <= A;
                C:    if(x==1)
                        state <= D;
                        else
                        state <= A;
                D:    if(x==0)
                        state <= B;
                        else
                        state <= A;
                default: state <= idle;
            endcase
    end
endmodule

===== run.sh =====
#!/bin/bash
# OpenROAD 26Q1-2900-gdf79404cd8, Yosys 0.63+post, stock flow scripts
make -C /OpenROAD-flow-scripts/flow DESIGN_CONFIG=/design/flow/config.mk WORK_HOME=/design/flow/orfs finish

===== constraint.sdc =====
current_design sequential_detector

set clk_period 1.2
set clk_io_pct 0.2

create_clock -name clk0 -period $clk_period [get_ports {clk}]

set non_clock_inputs [all_inputs -no_clocks]
set_input_delay [expr $clk_period * $clk_io_pct] -clock clk0 $non_clock_inputs
set_output_delay [expr $clk_period * $clk_io_pct] -clock clk0 [all_outputs]

==> metrics.csv <==
metric;value;unit
result of the run;finished clean;
clock skew after layout;2.92;ps
most frequent logic cells in the routed design;sky130_fd_sc_hd__dfrtp_1 (4), sky130_fd_sc_hd__nor2_1 (3), sky130_fd_sc_hd__clkbuf_4 (3);
most frequent logic cell in the layout;sky130_fd_sc_hd__dfrtp_1;
post-synthesis average cell area;12.7;sq um
distinct lib cells;9;
tool warning count;25;
busiest layer in global routing;met3;
Skew-Pair Late Insertion Delay;240;ps
launch point of the critical path;state[1]$_DFF_PN0_;
yosys cell count;14;
count of max-cap constraint violations;0;
met2 capacity usage during global routing;1.44;%
Final Cycle Share;94.9;%
maximum vdd ir drop;0.000192;V
Final Cell Area;300;sq um
upper clock frequency limit;0.878;GHz
average routed wire per standard cell;5.36;um
number of buffers created by CTS;3;
Post-route DRC;0;
power per unit of standard cell area;1360;nW/um^2
smallest setup slack after layout;60.6;ps
via density per instance;1.70;
Pre-antenna DRT Iters;3;
worst hold-check slack;210;ps
Starting Density;5.20;%
leading registers by flop count;state (5);
total cell area reported by yosys after synthesis;178;sq um
unrepaired setup endpoints after global routing;false;
critical path fanouts, max;2;
clock transition time at the flip-flop clock pins of the worst setup and hold paths;40;ps
Final Hold Viols;0;
row count;21;
wire length of the first global-routing pass;648;um
number of storage elements in the synthesis netlist;5;
Post-DRT Antenna Nets;0;
max FFs per register;5;
setup TNS;0;ps
shortest clock period the worst path allows after layout;1140;ps
maximum buffer depth of the clock tree;2;
signal arrival time at the worst endpoint;900;ps
Detailed Place HPWL;269;um
Inst Count DP;65;
antenna cell count;0;
startpoint-to-endpoint class of the critical path;flop to output port;
share of post-route cells with drive strength above 1;43.5;%
Root Buffer;sky130_fd_sc_hd__clkbuf_4;
FF-to-FF Start;state[1]$_DFF_PN0_;
maximum number of pins on one net before global-route repair;6;
cts-stage hold buffer count;0;
Clock Sink Count;5;
die width;80;um
share of the yosys chip area belonging to registers;71.1;%
die height;80;um
initial antenna violation count;0;
total of buffers placed on input and output ports;3;
pre-CTS WS;-383;ps
FILL cells;400;
TritonCTS clock tree;done;
Final Instance Count excl. Fillers;69;
register containing the most flip-flops in the final layout;state;
overall track demand over capacity in global routing;1.44;%
violation count after the first detailed-routing iteration;20;
Hold Path Class;input pin to asynchronous set/reset pin;
endpoint class of the critical path;output port;
critical path required time;960;ps
CTS H-tree depth;1;
static power due to leakage;0.000127;uW
Logic cell area;47.5;sq um
CORE AREA;3420;sq um
synthesized instance count;14;
total wire length;370;um
vias in the first global route;137;
Die Area;6400;sq um
Syn Std Cell Area;178;sq um
placement-stage cell area;280;sq um
grt ovf;0;
GPL Wtd Cong;0.672;
number of setup violations in the final report;0;
Synthesis Warnings;1;
area taken by flip-flops and latches;126;sq um
global routing usage on met1;1.34;%
via count of the routed design;117;
met3 Track Usage GR;2.39;%
final number of max-transition violations;0;
startpoint class of the critical path;flop;
area overhead of the layout relative to synthesis;69.0;%
Ports;4;
[cells in the mapped netlist]
| cell type | number | area share, % |
|---|---|---|
| sky130_fd_sc_hd__a31oi_1 | 1 | 3.5 |
| sky130_fd_sc_hd__and2_2 | 1 | 4.2 |
| sky130_fd_sc_hd__and2b_2 | 1 | 4.9 |
| sky130_fd_sc_hd__conb_1 | 1 | 2.1 |
| sky130_fd_sc_hd__dfrtp_1 | 4 | 56 |
| sky130_fd_sc_hd__dfstp_2 | 1 | 15 |
| sky130_fd_sc_hd__inv_1 | 1 | 2.1 |
| sky130_fd_sc_hd__nor2_1 | 3 | 6.3 |
| sky130_fd_sc_hd__nor3_2 | 1 | 5.6 |
[what timing repair did]
item	in CTS	in global routing
gates resized	4	0
setup endpoints to repair	1	0
setup buffers	0	0
[metal layers]
layer	share of wire [%]	vias to the layer above
met2	31	6
li1	-	59
met1	47	52
met5	0	-
met3	22	0
met4	0	0
[where the power goes]
group | switching, uW | total, uW | leakage [uW] | internal, uW
sequential | 4.10 | 185 | 0.0000606 | 181
combinational | 12.6 | 27.2 | 0.0000515 | 14.6
clock | 69.8 | 196 | 0.0000150 | 126
total | 86.5 | 408 | 0.000127 | 321
[logic make-up (layout without fill, tap and decap cells)]
kind of cell,after synthesis,after routing,synth area share [%]
other cells,1,1,2.11
simple gates,6,6,21.1
buf+inv,1,10,2.11
flops,5,5,71.1
compound gates,1,1,3.52
[through the flow]
| step | util, % | total power (uW) |
|---|---|---|
| final | 8.79 | 408 |
| after global routing | 8.79 | 436 |
| after CTS | 8.79 | 420 |
| after detailed placement | 8.21 | 217 |
| after global placement | 8.21 | 214 |
| after floorplan | - | 197 |
[worst max-delay path, stage by stage, from the launching register on]
cell	delay (ps)
sky130_fd_sc_hd__dfrtp_1	360
sky130_fd_sc_hd__and2b_2	190
sky130_fd_sc_hd__buf_2	110
[cell type report]
cell class              count  share of cell area, %
well taps                  46                   19.2
clock buffers               4                   8.75
flip-flops and latches      5                   42.1
inverters                   1                   1.25
repair buffers              5                   12.9
multi-input cells           8                   15.8
[worst paths after layout]
check / endpoint / slack, ps / cells past startpoint
worst min register to register: state[4]$_DFF_PN0_ / 490 / 2
worst max-delay path: z / 60 / 2
max in group asynchronous: state[0]$_DFF_PN1_ / 740 / 1
min in group clk0: state[4]$_DFF_PN0_ / 420 / 3
worst min-delay path: state[3]$_DFF_PN0_ / 210 / 1
worst max register to register: state[3]$_DFF_PN0_ / 250 / 3
No activity file was given, so power comes from the tool's default toggle rates.
