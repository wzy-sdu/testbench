**flow/design.v**
```verilog
`timescale 1ns/1ns
module EEPROM_WR (sda, scl, ack, reset, clk, wr, rd, addr, data);
    input reset;
    input clk;
    input wr,rd;
    input[10:0] addr;
    inout sda;
    inout[7:0] data;
    output scl;
    output ack;
reg ack;
reg scl;
reg w_floag, r_floag;
reg ff;
reg[1:0] head_buf;
reg[1:0] stop_buf;
reg[7:0] sh8out_buf;
reg[8:0] sh8out_state;
reg[9:0] sh8in_state;
reg[2:0] head_state;
reg[2:0] stop_state;
reg[10:0] main_state;
reg[7:0] data_from_rm;
reg link_sda;
reg link_read;
reg link_write;
reg link_head;
reg link_stop;
wire sda1, sda2, sda3, sda4;
assign sda1 = (link_head)?      head_buf[1]     : 1'b0;
assign sda2 = (link_write)?     sh8out_buf[7]   : 1'b0;
assign sda3 = (link_stop)?      stop_buf[1]     : 1'b0;
assign sda4 = (sda1 | sda2 | sda3);
assign sda = (link_sda)?        sda4            : 1'bz;
assign data = (link_read)?      data_from_rm    : 8'hzz;
parameter
        idle =          11'b00000000001,
        ready =         11'b00000000010,
        write_start =   11'b00000000100,
        ctrl_write =    11'b00000001000,
        addr_write =    11'b00000010000,
        data_write =    11'b00000100000,
        read_start =    11'b00001000000,
        ctrl_read =     11'b00010000000,
        data_read =     11'b00100000000,
        stop =          11'b01000000000,
        ackn =          11'b10000000000,
        sh8out_bit7 = 9'b000000001,
        sh8out_bit6 = 9'b000000010,
        sh8out_bit5 = 9'b000000100,
        sh8out_bit4 = 9'b000001000,
        sh8out_bit3 = 9'b000010000,
        sh8out_bit2 = 9'b000100000,
        sh8out_bit1 = 9'b001000000,
        sh8out_bit0 = 9'b010000000,
        sh8out_end = 9'b100000000;
parameter
        sh8in_begin = 10'b0000000001,
        sh8in_bit7 = 10'b0000000010,
        sh8in_bit6 = 10'b0000000100,
        sh8in_bit5 = 10'b0000001000,
        sh8in_bit4 = 10'b0000010000,
        sh8in_bit3 = 10'b0000100000,
        sh8in_bit2 = 10'b0001000000,
        sh8in_bit1 = 10'b0010000000,
        sh8in_bit0 = 10'b0100000000,
        sh8in_end = 10'b1000000000,
        head_begin = 3'b001,
        head_bit = 3'b010,
        head_end = 3'b100,
        stop_begin = 3'b001,
        stop_bit = 3'b010,
        stop_end = 3'b100,
        YES = 1,
        NO = 0;
always @(negedge clk) begin
    if(reset)
    scl <= 0;
    else
    scl <= ~scl;
end
always @(posedge clk) begin
    if(reset)
    begin
        link_read <= NO;
        link_write <= NO;
        link_head <= NO;
        link_stop <= NO;
        link_sda <= NO;
        ack <= 0;
        r_floag <= 0;
        w_floag <= 0;
        ff <= 0;
        main_state <= idle;
    end
    else
    begin
        casex (main_state)
            idle:
            begin
                link_read <= NO;
                link_write <= NO;
                link_head <= NO;
                link_stop <= NO;
                link_sda <= NO;
                if(wr)
                begin
                    w_floag <= 1;
                    main_state <= ready;
                end
                else if(rd)
                begin
                    r_floag <= 1;
                    main_state <= ready;
                end
                else
                begin
                    w_floag <= 0;
                    r_floag <= 0;
                    main_state <= idle;
                end
            end
            ready:
            begin
                link_read <= NO;
                link_write <= NO;
                link_head <= YES;
                link_stop <= NO;
                link_sda <= YES;
                head_buf[1:0] <= 2'b10;
                stop_buf[1:0] <= 2'b01;
                head_state <= head_begin;
                ff <= 0;
                ack <= 0;
                main_state <= write_start;
            end
            write_start:
            begin
                if(ff == 0)
                shift_head;
                else
                begin
                    sh8out_buf[7:0] <= {1'b1, 1'b0, 1'b1, 1'b0, addr[10:8], 1'b0};
                    link_head <= NO;
                    link_write <= YES;
                    ff <= 00;
                    sh8out_state <= sh8out_bit6;
                    main_state <= ctrl_write;
                end
            end
            ctrl_write:
                if(ff == 0)
                    shift8_out;
                else
                begin
                    sh8out_state <= sh8out_bit7;
                    sh8out_buf[7:0] <= addr[7:0];
                    ff <= 0;
                    main_state <= addr_write;
                end
            addr_write:
                if(ff == 0)
                    shift8_out;
                else
                begin
                    ff <= 0;
                    if(w_floag)
                    begin
                        sh8out_state  <= sh8out_bit7;
                        sh8out_buf[7:0] <= data;
                        main_state <= data_write;
                    end
                    if(r_floag)
                    begin
                        head_buf <= 2'b10;
                        head_state <= head_begin;
                        main_state <= read_start;
                    end
                end
            read_start:
                if(ff == 0)
                shift_head;
                else
                begin
                    sh8out_buf <= {1'b1, 1'b0, 1'b1, 1'b0, addr[10:8], 1'b1};
                    link_head <= NO;
                    link_sda <= YES;
                    link_write <= YES;
                    ff <= 00;
                    sh8out_state <= sh8out_bit6;
                    main_state <= ctrl_read;
                end
            ctrl_read:
                if(ff == 0)
                shift8_out;
                else
                begin
                    link_sda <= NO;
                    link_write <= NO;
                    ff <= 00;
                    sh8out_state <= sh8in_begin;
                    main_state <= data_read;
                end
            data_read:
                if(ff == 0)
                shift8in;
                else
                begin
                    link_stop <= YES;
                    link_sda <= YES;
                    stop_state <= stop_bit;
                    ff <= 0;
                    main_state <= stop;
                end
            stop:
                if(ff == 0)
                shift_stop;
                else
                begin
                    ack <= 1;
                    ff <= 0;
                    main_state <= ackn;
                end
            ackn:
                begin
                    ack <= 0;
                    w_floag <= 0;
                    r_floag <= 0;
                    main_state <= idle;
                end
            default:
                main_state <= idle;
        endcase
    end
end
task shift8in;
begin
    casex (sh8in_state)
        sh8in_begin:
            sh8in_state <= sh8in_bit7;
        sh8in_bit7:
            if(scl)
            begin
                data_from_rm[7] <= sda;
                sh8in_state <= sh8in_bit6;
            end
            else
            sh8in_state <= sh8in_bit7;
        sh8in_bit6:
            if(scl)
            begin
                data_from_rm[6] <= sda;
                sh8in_state <= sh8in_bit5;
            end
            else
            sh8in_state <= sh8in_bit6;
        sh8in_bit5:
            if(scl)
            begin
                data_from_rm[5] <= sda;
                sh8in_state <= sh8in_bit4;
            end
            else
            sh8in_state <= sh8in_bit5;
        sh8in_bit4:
            if(scl)
            begin
                data_from_rm[4] <= sda;
                sh8in_state <= sh8in_bit3;
            end
            else
            sh8in_state <= sh8in_bit4;
        sh8in_bit3:
            if(scl)
            begin
                data_from_rm[3] <= sda;
                sh8in_state <= sh8in_bit2;
            end
            else
            sh8in_state <= sh8in_bit3;
        sh8in_bit2:
            if(scl)
            begin
                data_from_rm[2] <= sda;
                sh8in_state <= sh8in_bit1;
            end
            else
            sh8in_state <= sh8in_bit2;
        sh8in_bit1:
            if(scl)
            begin
                data_from_rm[1] <= sda;
                sh8in_state <= sh8in_bit0;
            end
            else
            sh8in_state <= sh8in_bit1;
        sh8in_bit0:
            if(scl)
            begin
                data_from_rm[0] <= sda;
                sh8in_state <= sh8in_end;
            end
            else
            sh8in_state <= sh8in_bit0;
        sh8in_end:
            if(scl)
            begin
                link_read = YES;
                ff <= 1;
                sh8in_state <= sh8in_bit7;
            end
            else
            sh8in_state <= sh8in_end;
        default:
            begin
                link_read <= NO;
                sh8in_state <= sh8in_bit7;
            end
    endcase
end
endtask
task shift8_out;
begin
    casex (sh8out_state)
        sh8out_bit7:
            if(!scl)
            begin
                link_sda <= YES;
                link_write <= YES;
                sh8out_state <= sh8out_bit6;
            end
            else
            sh8out_state <= sh8out_bit7;
        sh8out_bit6:
            if(!scl)
            begin
                link_sda <= YES;
                link_write <= YES;
                sh8out_state <= sh8out_bit5;
                sh8out_buf <= sh8out_buf << 1;
            end
            else
            sh8out_state <= sh8out_bit6;
        sh8out_bit5:
            if(!scl)
            begin
                sh8out_state <= sh8out_bit4;
                sh8out_buf <= sh8out_buf << 1;
            end
            else
            sh8out_state <= sh8out_bit5;
        sh8out_bit4:
            if(!scl)
            begin
                sh8out_state <= sh8out_bit3;
                sh8out_buf <= sh8out_buf << 1;
            end
            else
            sh8out_state <= sh8out_bit4;
        sh8out_bit3:
            if(!scl)
            begin
                sh8out_state <= sh8out_bit2;
                sh8out_buf <= sh8out_buf << 1;
            end
            else
            sh8out_state <= sh8out_bit3;
        sh8out_bit2:
            if(!scl)
            begin
                sh8out_state <= sh8out_bit1;
                sh8out_buf <= sh8out_buf << 1;
            end
            else
            sh8out_state <= sh8out_bit2;
        sh8out_bit1:
            if(!scl)
            begin
                sh8out_state <= sh8out_bit0;
                sh8out_buf <= sh8out_buf << 1;
            end
            else
            sh8out_state <= sh8out_bit1;
        sh8out_bit0:
            if(!scl)
            begin
                sh8out_state <= sh8out_end;
                sh8out_buf <= sh8out_buf << 1;
            end
            else
            sh8out_state <= sh8out_bit0;
        sh8out_end:
            if(!scl)
            begin
                link_sda <= NO;
                link_write <= NO;
                ff <= 1;
            end
            else
            sh8out_state <= sh8out_end; 
    endcase
end
endtask
task shift_head;
begin
    casex(head_state)
        head_begin:
            if(!scl)
            begin
                link_write <= NO;
                link_sda <= YES;
                link_head <= YES;
                head_state <= head_bit;
            end         
            else
            head_state <= head_begin;
        head_bit:
            if(scl)
            begin
                ff <= 1;
                head_buf <= head_buf << 1;
                head_state <= head_end;
            end
            else
            head_state <= head_bit;
        head_end:
            if(!scl)
            begin
                link_head <= NO;
                link_write <= YES;
            end
            else
            head_state <= head_end;
    endcase
end
endtask
task shift_stop;
begin
    casex(stop_state)
        stop_begin:
            if(!scl)
            begin
                link_sda <= YES;
                link_write <= NO;
                link_stop <= YES;
                stop_state <= stop_bit;
            end
            else
            stop_state <= stop_begin;
        stop_bit:
            if(scl)
            begin
                stop_buf <= stop_buf << 1;
                stop_state <= stop_end;
            end
            else
            stop_state <= stop_bit;
        stop_end:
            if(!scl)
            begin
                link_head <= NO;
                link_stop <= NO;
                link_sda <= NO;
                ff <= 1;
            end
            else
            stop_state <= stop_end;
    endcase
end
endtask
endmodule
```
**flow/run.sh**
```bash
#!/bin/bash
# OpenROAD 26Q1-2900-gdf79404cd8, Yosys 0.63+post, stock flow scripts
make -C /OpenROAD-flow-scripts/flow DESIGN_CONFIG=/design/flow/config.mk WORK_HOME=/design/flow/orfs finish
```
**flow/config.mk**
```make
export PLATFORM = sky130hd
export DESIGN_NAME = EEPROM_WR
export DESIGN_NICKNAME = EEPROM_WR
export VERILOG_FILES = /design/flow/design.v
export SDC_FILE = /design/flow/constraint.sdc
export NUM_CORES = 4
export LEC_CHECK = 1
export CORE_UTILIZATION = 40
```
**flow/constraint.sdc**
```tcl
current_design EEPROM_WR

set clk_period 3.0
set clk_io_pct 0.2

create_clock -name clk0 -period $clk_period [get_ports {clk}]

set non_clock_inputs [all_inputs -no_clocks]
set_input_delay [expr $clk_period * $clk_io_pct] -clock clk0 $non_clock_inputs
set_output_delay [expr $clk_period * $clk_io_pct] -clock clk0 [all_outputs]
```
==> summary.rpt <==
FLOW METRICS REPORT
----------------------------------------------------
[Clock tree]
  Hold-fix buffers at CTS ........................ 0
  Clock buffer depth ........................ 2
  Root Driver ........................ sky130_fd_sc_hd__clkbuf_8
  Max H-tree Level ........................ 3
  CTS Sinks ........................ 62
  Resized cells post-CTS ........................ 3
  Num CTS Buffers ........................ 9
  Post-CTS setup buffer count ........................ 1

[Die]
  Boundary pin count ........................ 26
  Die boundary height ........................ 88.6 µm
  Cell Rows ........................ 31
  Initial standard-cell utilization of the core ........................ 41.3%
  Horizontal extent of the die ........................ 88.6 µm

[Synth]
  Yosys synthesis warning count ........................ 3
  FA/HA/MAJ Cells, Area Fraction ........................ 0%
  Area share of the largest cell type after synthesis ........................ 28.7%
  Yosys stat cell total ........................ 303
  Top cells by instance count after synthesis ........................ 43 x sky130_fd_sc_hd__dfxtp_1, 31 x sky130_fd_sc_hd__a21oi_1, 29 x sky130_fd_sc_hd__nor2_1, 19 x sky130_fd_sc_hd__edfxtp_1, 17 x sky130_fd_sc_hd__nand2_1
  Count of mapped cells out of synthesis ........................ 303
  Most area-hungry cell type in the Yosys netlist ........................ sky130_fd_sc_hd__dfxtp_1
  Post-Synth AOI/OAI Area ........................ 22.3%
  Dominant comb cell ........................ AND-OR/OR-AND gates
  Post-Syn Area ........................ 3000 µm²
  Distinct lib cells ........................ 60
  Flops out of synthesis ........................ 62
  Post-synth EDFFs ........................ 19
  Async set-or-reset flop fraction in the synthesized netlist ........................ 0%
  Xor-xnor portion of the synthesized cell area ........................ 0%
  Dominant synthesized flop cell ........................ sky130_fd_sc_hd__dfxtp_1
  Portion of netlist area occupied by mux cells ........................ 6.97%
  Mean instance size in the synthesized netlist ........................ 9.89 µm²
  Biggest area cells ........................ sky130_fd_sc_hd__dfxtp_1 29%, sky130_fd_sc_hd__edfxtp_1 19%, sky130_fd_sc_hd__a21oi_1 5.2%
  Sequential element share of the synthesized area ........................ 47.8%
  Yosys simple share ........................ 16.4%
  Yosys Chip Area ........................ 3000 µm²
  Most repeated cell in the gate-level netlist after synthesis ........................ sky130_fd_sc_hd__dfxtp_1

[Run status]
  Run status ........................ stopped before the end
  Tool error ........................ [error] [KeplerFormal.cpp:679] Workflow failed: Iso has multiple drivers: .data0, data[0]$_DFFE_PP_.Q0
  Halt Stage ........................ clock tree synthesis

[Placed design]
  Post-DP HPWL ........................ 4.30 mm
  Count of buffers from port buffering ........................ 16
  Number of placed instances, taps included ........................ 402
  Weighted congestion reported at the end of routability-driven placement ........................ 0.890

----------------------------------------------------
[stage by stage]
step | setup slack, ps | instance area, µm² | util (%) | hold WS (ps) | power (mW)
after detailed placement | 69.0 | 3190 | 44.0 | 415 | 1.21
after global placement | 71.6 | 3190 | 44.0 | 416 | 1.20
after floorplan | 76.3 | 3000 | - | 395 | 1.12
[kinds of logic after synthesis]
group / count (synthesis)
multiplexers: 19
AND-OR/OR-AND: 96
AND/OR/NAND/NOR: 92
flip-flops: 62
buffers and inverters: 34
Power is estimated from default activity; no workload was simulated.
